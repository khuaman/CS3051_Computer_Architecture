===== /design/flow/design.v =====
`timescale 1ns / 1ps
module alu(
  input  [4:0] a, b,
  input  [2:0] ALUControl,
  output reg [4:0] Result,
  output wire [3:0] ALUFlags
);
  wire neg, zero, carry, overflow;
  wire [4:0] condinvb;
  wire [5:0] sum;   
  assign condinvb = ALUControl[0] ? ~b : b;      
  assign sum = a + condinvb + ALUControl[0];
  always @(*) begin
    case(ALUControl)
      3'b000, 3'b001: Result = sum[4:0];     
      3'b010:        Result = a & b;
      3'b011:        Result = a | b;
      3'b100: 		Result = a ^ b;
      default:      Result = 5'b0;
    endcase
  end
  assign neg = Result[4];
  assign zero = (Result == 5'b0);
  assign carry = (ALUControl[1] == 1'b0) & sum[5];   
  assign overflow = (ALUControl[1] == 1'b0) &
                    ~(a[4] ^ b[4] ^ ALUControl[0]) &
                    (a[4] ^ sum[4]);
  assign ALUFlags = {neg, zero, carry, overflow};
endmodule
module shift_operation(
  	input [4:0] a,
  	input [1:0] bshift,
  	input direction,
    output reg [4:0] salida_a
);
  always @(*) begin
    case(direction)
      1'b0: salida_a = a << bshift;  
      1'b1: salida_a = a >> bshift;  
    endcase
  end
endmodule
module top2(
  input  [4:0] a, b,
  input  [2:0] ALUControl,
  input  [1:0] bshift,
  input direction,
  output wire  [4:0] Result,
  output wire [3:0] ALUFlags
);
  wire [4:0] salida_a;
  shift_operation shifteando(.a(a),
                             .bshift(bshift),
                             .direction(direction),
                             .salida_a(salida_a));
  alu alu_implementado (
    .a(salida_a),
    .b(b),
    .ALUControl(ALUControl),
    .Result(Result),
    .ALUFlags(ALUFlags)
  );
endmodule

===== /design/flow/run.sh =====
#!/bin/bash
# OpenROAD 26Q1-2900-gdf79404cd8, Yosys 0.63+post, stock flow scripts
make -C /OpenROAD-flow-scripts/flow DESIGN_CONFIG=/design/flow/config.mk WORK_HOME=/design/flow/orfs finish

===== /design/flow/constraint.sdc =====
current_design top2

set clk_period 7.3
set clk_io_pct 0.2

create_clock -name clk0 -period $clk_period

set non_clock_inputs [all_inputs -no_clocks]
set_input_delay [expr $clk_period * $clk_io_pct] -clock clk0 $non_clock_inputs
set_output_delay [expr $clk_period * $clk_io_pct] -clock clk0 [all_outputs]

===== /design/flow/config.mk =====
export PLATFORM = sky130hd
export DESIGN_NAME = top2
export DESIGN_NICKNAME = top2
export VERILOG_FILES = /design/flow/design.v
export SDC_FILE = /design/flow/constraint.sdc
export NUM_CORES = 4
export LEC_CHECK = 1
export CORE_AREA = 10 10 70 70
export DIE_AREA = 0 0 80 80

==> impl_metrics.yaml <==
# generated from flow reports
synth:
  ys_cells: 117
  postSynthCellCount: 117
  synth_cell_types: 41
  syn_area_um2: 902.1
  yosysTopAreaCell: "ha_1"
  yosys_warnings: 2
  postSynthSeqShare_pct: 0
  syn_avg_cell_area_um2: 7.710
  top_area_share_pct: 19.42
  topCellsByArea: "ha_1, mux2i_1, xor2_1"
  synth_chip_area_um2: 902.1
timing:
  rsz0062_at_grt: "false"
  whs_ns: 4.035
  min_period_over_period_pct: 89.93
  worst_slack_ns: 0.7352
  period_needed_ns: 6.565
  setup_tns_ns: 0
  setup_violations: 0
  relSlewSlack_pct: 41.85
  hold_violations: 0
  max_freq_mhz: 152.3
  tightest_slew_ns: 0.8703
  slew_viol_final: 0
floorplan:
  die.size.y_um: 80
  io_pins: 25
  initCoreUtil_pct: 26.41
  die_x_um: 80
  dieArea_um2: 6400
  coreArea_um2: 3416
  rows: 21
detailed_routing:
  drc: 0
  via_per_inst: 4.624
  drt-initial-drc-count: 70
  wl_per_cell_um: 11.67
  ant_nets: 0
  routed_wl_um: 2078
  antenna_cells: 0
  first_pass_iters: 4
  vias: 823
cells_and_area:
  layoutNonFillerInstCount: 178
  seq_area_um2: 0
  syn2layout_area_growth_pct: 26.49
  n_clock_buffer: 0
  utilization_pct: 33.41
  drive_gt1_share_pct: 9.848
  ff_count: 0
  fin_area_um2: 1141
global_route:
  grt_max_degree: 16
  grtUsageTotal_pct: 6.545
  grt_pass1_vias: 818
  antenna_found_initial: 0
  gr-total-overflow: 0
  grt_first_pass_wirelength_um: 3622
power:
  ir_worst_vdd_mv: 0.02361
  power_density_nw_per_um2: 85.72
  power_frac_comb_pct: 100.0
  p_int_mw: 0.05343
  seqPwrFrac_pct: 0
  pwr-share-clk_pct: 0
  power_leakage_nw: 0.5036
  power_mw: 0.09782
  p_sw_share_pct: 45.38
  p_switching_mw: 0.04439
cts:
  hold_buffers: 0
  post-cts-setup-buffers: 0
  cts_resized: 0
worst_setup_path:
  crit_fanout: 13
  cp.required_ns: 5.84
  path_class: "in2out"
  worst_setup_path_start_kind: "primary input"
  critPathCaptureType: "primary output"
  cp.arrival_ns: 5.10
hold_path:
  hold_class: "in2out"
placed_design:
  placed_cells: 178
  pre_cts_ws_ns: 0.7098
  dpl_cell_area_um2: 1141
  gp_congestion: 0.8602
  place_hpwl_um: 1798
  portBuffers: 25
run:
  cap_violations: 0
  tool_warnings: 37
status:
  status: "completed"
-- cells in the mapped netlist, drive strengths merged --
library cell  count
a21o              3
fa                1
mux4              1
o22ai             2
o2bb2ai           1
or3b              2
a221o             1
xnor2             3
o221ai            1
xor2              6
nand3             4
a21oi             4
mux2i             8
o21ai             5
nor3              3
nand4b            1
inv              13
buf              10
nor4              1
o211ai            2
a221oi            1
mux2              1
or2               2
a21bo             1
a211oi            5
ha               14
o21a              2
a311oi            1
nor2              9
nand2b            2
nor3b             1
nand2             6
-- cell families (layout without fill, tap and decap cells) --
kind of cell / Yosys count / count (layout) / share of synthesized area, %
AOI/OAI and AO/OA: 29 / 29 / 25.10
xor gates and xnor gates: 9 / 9 / 8.738
adders and majority gates: 15 / 15 / 21.64
buffers and inverters: 23 / 38 / 13.04
muxes: 10 / 10 / 12.62
and+or+nand+nor: 31 / 31 / 18.86
-- per-layer routing --
layer  track usage [%]  vias to the layer above  routed length, µm
met3             1.023                        0                126
met5                 0                        -                  0
met1             9.073                      367               1039
met4                 0                        0                  0
li1                  -                      445                  -
met2             11.00                       11                912
-- worst max-delay path, cell delays in order --
cell and delay, ns:
clkdlybuf4s50_1 0.78, mux4_2 0.56, a21oi_1 0.20, inv_1 0.11, fa_1 0.46, a21o_1 0.21
a21oi_2 0.14, xnor2_1 0.10, a221o_1 0.37, nor4_2 0.21, clkdlybuf4s50_1 0.50
-- final cells by class --
class / instances / area, µm²
inverter: 13 / 48.80
timing repair buffer: 25 / 250.2
multi-input combinational: 94 / 784.5
fill: 360 / 2275
tap: 46 / 57.56
-- path summary, 6_finish.rpt --
path / startpoint / to / slack (ns) / cells past startpoint
worst max-delay path: bshift[0] / ALUFlags[2] / 0.74 / 11
worst min-delay path: ALUControl[1] / ALUFlags[0] / 4.03 / 3
-- cell usage in the layout, fill, tap and decap left out, types with 2 or more instances in the layout --
| cell type | netlist | routed |
|---|---|---|
| a211oi_1 | 4 | 4 |
| a21o_1 | 3 | 3 |
| a21oi_1 | 2 | 2 |
| a21oi_2 | 2 | 2 |
| clkdlybuf4s50_1 | 0 | 25 |
| ha_1 | 14 | 14 |
| inv_1 | 13 | 13 |
| mux2i_1 | 8 | 8 |
| nand2_1 | 6 | 6 |
| nand2b_1 | 2 | 2 |
| nand3_1 | 3 | 3 |
| nor2_1 | 9 | 9 |
| nor3_1 | 3 | 3 |
| o21a_1 | 2 | 2 |
| o21ai_0 | 4 | 4 |
| o22ai_1 | 2 | 2 |
| xnor2_1 | 3 | 3 |
| xor2_1 | 6 | 6 |
-- power by group through the flow --
stage | combinational [mW] | clock [mW] | sequential [mW]
CTS | 0.0993 | 0 | 0
global route | 0.110 | 0 | 0
finish | 0.0978 | 0 | 0
Power and IR drop assume default switching activity.
